[flow/design.v]
`timescale 1ns / 1ps
module vgac (vga_clk,clrn,d_in,row_addr,col_addr,r,g,b,hs,vs);  
   input     [11:0] d_in;      
   input            vga_clk;   
   input            clrn;
   output reg [8:0] row_addr;  
   output reg [9:0] col_addr;  
   output reg [3:0] r,g,b;  
   reg       rdn;       
   output reg       hs,vs;     
   reg [9:0] h_count;  
   always @ (posedge vga_clk) begin
       if (!clrn) begin
           h_count <= 10'h0;
       end else if (h_count == 10'd799) begin
           h_count <= 10'h0;
       end else begin 
           h_count <= h_count + 10'h1;
       end
   end
   reg [9:0] v_count;  
   always @ (posedge vga_clk or negedge clrn) begin
       if (!clrn) begin
           v_count <= 10'h0;
       end else if (h_count == 10'd799) begin
           if (v_count == 10'd524) begin
               v_count <= 10'h0;
           end else begin
               v_count <= v_count + 10'h1;
           end
       end
   end
    wire  [9:0] row    =  v_count - 10'd35;      
    wire  [9:0] col    =  h_count - 10'd143;     
    wire        h_sync = (h_count > 10'd95);     
    wire        v_sync = (v_count > 10'd1);      
    wire        read   = (h_count > 10'd142) &&  
                         (h_count < 10'd783) &&  
                         (v_count > 10'd34)  &&  
                         (v_count < 10'd515);    
    always @ (posedge vga_clk) begin
        row_addr <=  row[8:0];  
        col_addr <=  col;       
        rdn      <= ~read;      
        hs       <=  h_sync;    
        vs       <=  v_sync;    
        r        <=  rdn ? 4'h0 : d_in[3:0];  
        g        <=  rdn ? 4'hf : d_in[7:4];  
        b        <=  rdn ? 4'h0 : d_in[11:8];  
    end
endmodule
[flow/run.sh]
#!/bin/bash
# OpenROAD 26Q1-2900-gdf79404cd8, Yosys 0.63+post, stock flow scripts
make -C /OpenROAD-flow-scripts/flow DESIGN_CONFIG=/design/flow/config.mk WORK_HOME=/design/flow/orfs finish
[flow/config.mk]
export PLATFORM = sky130hd
export DESIGN_NAME = vgac
export DESIGN_NICKNAME = vgac
export VERILOG_FILES = /design/flow/design.v
export SDC_FILE = /design/flow/constraint.sdc
export NUM_CORES = 4
export LEC_CHECK = 1
export CORE_UTILIZATION = 30
[flow/constraint.sdc]
current_design vgac

set clk_period 2.4
set clk_io_pct 0.2

create_clock -name clk0 -period $clk_period [get_ports {vga_clk}]

set non_clock_inputs [all_inputs -no_clocks]
set_input_delay [expr $clk_period * $clk_io_pct] -clock clk0 $non_clock_inputs
set_output_delay [expr $clk_period * $clk_io_pct] -clock clk0 [all_outputs]
==> qor.yml <==
final_timing:
  report.final.setup_viol: 0
  rsz_0062_raised_after_global_routing: "no"
  worst_pin_slew_ns: 0.465
  period_needed_ns: 2.05
  fmax_mhz: 487
  setup-tns-final_ns: 0
  final.setup_skew_ns: 0.00572
  timing.slew.headroom_pct: 68.6
  timing.final.crit_share_pct: 85.6
  final_max_slew_violation_tally: 0
  hold_ws_ns: 0.403
  finalHoldViolCount: 0
synthesis:
  postSynthSeqShare_pct: 53.6
  synthDistinctLibCells: 44
  post_synth_inst_count: 197
  area_figure_in_the_yosys_stat_output_um2: 2110
  most_common_cell: "dfxtp_1"
  edf_count: 0
  synth.cellmix.xorXnorShare_pct: 9.13
  netlist_top_cells_area: "dfxtp_1 (42%), dfrtp_1 (12%), xor2_1 (6.2%), ha_1 (4.1%), xnor2_1 (2.9%)"
  synth.yosys.warnings: 1
  avg_inst_size_synth_um2: 10.7
  fa_ha_area_share_pct: 4.15
  synth_logic_family: "simple AND/OR/NAND/NOR gates"
  yosys-stat-cells: 197
  top_cell_area_share_pct: 41.7
  async_reset_ff_share_pct: 18.5
  yosys.area_share.aoi_pct: 7.94
  yosys-mux-area-fraction_pct: 1.54
  synth-seq-cells: 54
  yosysTopAreaCell: "dfxtp_1"
  synth.cellmix.simpleShare_pct: 18.9
  synth.top_cells.by_count: "dfxtp_1 (44), xor2_1 (15), dfrtp_1 (10), nor2_1 (10), nor2b_1 (9)"
  synth_area_um2: 2110
  postSynth.topFlopCell: "dfxtp_1"
detailed_routing:
  antenna_left: 0
  drt-initial-drc-count: 112
  drt-total-wl_um: 3860
  routedWlPerCell_um: 11.6
  route.detailed.drc: 0
  drt_pre_antenna_iters: 4
  via_total_after_detailed_routing: 1444
  antennaDiodeCount: 0
  route.detailed.vias_per_inst: 4.35
global_route:
  grt_pass1_wl_um: 6160
  globalRoute.totalOverflow: 0
  grt_start_max_net_pins: 16
  groute.usage.overall_pct: 10.6
  grt_pass1_vias: 1274
  grt_antenna_before_repair: 0
cts:
  cts_root_buffer: "clkbuf_8"
  cts_hold_buffers: 0
  post_cts_resized: 0
  ctsHtreeMaxLevel: 2
  cts_tree: "built"
  clk_path_buf_depth: 2
  setup_buffers_after_cts: 0
  numCtsBuffers: 5
  cts.sinks: 54
  clk-insertion-delay-late_ns: 0.30
  cts.clk_slew.worst_paths_ns: 0.09
floorplanning:
  floorplan.rows: 30
  die_x_um: 85.9
  core_util_floorplan_pct: 31.1
  die-height_um: 85.9
  ioPinCount: 47
  core_area_um2: 6790
  die_area_um2: 7380
power_and_ir_drop:
  power-per-cell-area_nw_per_um2: 547
  p_leak_nw: 1.08
  vdd.ir_drop.worst_v: 0.000188
critical_path:
  worstSetupEndpointType: "flop"
  max_fo_critical_path: 11
  cp.required_ns: 2.60
  critPathArrivalTime_ns: 2.25
  timing_worst_setup_path_type: "reg -> reg"
  crit_path_launch_type: "flop"
worst_hold_path:
  hold_path.class: "in -> async"
run:
  timing.max_cap.violations: 0
  tool_warnings: 30
placed_design:
  hpwlAfterDp_um: 2540
  gpl.final_weighted_congestion: 0.841
  io_buffers: 46
layout:
  post_route_cells_drive_above_1_share_pct: 8.47
  filler_cell_count: 649
  flop_area_um2: 1130
  multi_input_comb_area_um2: 880
  synthToLayoutAreaGrowth_pct: 28.2
status:
  status: "complete, no violations"
sequential cells by signal (all words and copies together), names as in the netlist:
signal and count:
v_count 10, rdn 1, col_addr 10, hs 1, r 4, b 4
h_count 10, g 4, row_addr 9, vs 1
stage by stage:
| stage | setup slack (ns) | std cells | power [mW] | cell area [um^2] | utilization [%] |
|---|---|---|---|---|---|
| 2_1_floorplan | 0.767 | 197 | 0.944 | 2110 | - |
| 3_3_place_gp | 0.410 | 324 | 0.987 | 2610 | 38.5 |
| 3_5_place_dp | 0.368 | 324 | 0.985 | 2610 | 38.5 |
| 4_1_cts | 0.354 | 332 | 1.51 | 2710 | 39.8 |
| 5_1_grt | 0.174 | 332 | 1.54 | 2710 | 39.8 |
| 6_report | 0.346 | 332 | 1.48 | 2710 | 39.8 |
cell families after synthesis:
| group | after synthesis |
|---|---|
| AOI/OAI and AO/OA | 24 |
| xor gates and xnor gates | 22 |
| adders and majority gates | 7 |
| buffers and inverters | 20 |
| DFF | 54 |
| muxes | 3 |
| and+or+nand+nor | 67 |
placed cells by master (no fill, tap or decap), types with 2 or more instances in the layout:
cell type and count:
a21oi_1 4, and2_1 2, and3_1 4, and4_1 2, clkbuf_8 6, clkdlybuf4s50_1 46
dfrtp_1 10, dfxtp_1 44, ha_1 7, inv_1 4, mux2_2 2, nand2_1 8
nand3_1 5, nand4_1 7, nor2_1 10, nor2b_1 9, nor3_1 7, o21ai_0 5
o31ai_1 3, o41ai_1 2, or2_2 5, xnor2_1 7, xor2_1 15
critical path, cell delays in order, from the launching register on:
cell	delay, ns
dfxtp_1	0.39
ha_1	0.19
and3_1	0.35
nand4_1	0.44
nor2_1	0.23
mux2_2	0.34
routing by layer:
layer | track usage, % | wire, um | part of all wire [%]
met3 | 3.03 | 245 | 6.4
met5 | 0 | 0 | 0
met4 | 1.36 | 55 | 1.4
met2 | 15.5 | 1560 | 41
met1 | 16.5 | 1990 | 52
final timing paths:
path / startpoint / end / slack, ns / cells after the start
max in group asynchronous: clrn / v_count[9] / 1.59 / 2
worst max register to register: h_count[1] / v_count[4] / 0.35 / 5
worst min-delay path: clrn / v_count[3] / 0.40 / 1
min in group clk0: h_count[0] / col_addr[0] / 0.46 / 1
worst min register to register: h_count[0] / col_addr[0] / 0.46 / 1
worst max-delay path: h_count[1] / v_count[4] / 0.35 / 5
layout make-up:
cell class | instances | area share (%)
clock buffers | 7 | 3.19
clock inverters | 1 | 0.185
inverters | 4 | 0.555
multi-input cells | 123 | 32.5
flip-flops and latches | 54 | 41.8
well taps | 96 | 4.44
repair buffers | 47 | 17.3
power breakdown:
group	switching, mW	internal [mW]
clock	0.280	0.233
sequential	0.00646	0.908
combinational	0.0145	0.0358
Power and IR drop assume default switching activity.
