===== flow/design.v =====
`timescale 1ns / 1ps
	module clkslow(clk, clkslow);
	input wire clk;
	output reg clkslow;
	reg [31:0] cnt;
	always @ (posedge clk) begin
		if (cnt < 8 ) begin
			 cnt <= cnt + 1;
		end else begin
			 cnt <= 0;
			 clkslow <= ~clkslow;
		end
	end
	endmodule

===== flow/run.sh =====
#!/bin/bash
# OpenROAD 26Q1-2900-gdf79404cd8, Yosys 0.63+post, stock flow scripts
make -C /OpenROAD-flow-scripts/flow DESIGN_CONFIG=/design/flow/config.mk WORK_HOME=/design/flow/orfs finish

===== flow/constraint.sdc =====
current_design clkslow

set clk_period 2.5
set clk_io_pct 0.2

create_clock -name clk0 -period $clk_period [get_ports {clk}]

set non_clock_inputs [all_inputs -no_clocks]
set_input_delay [expr $clk_period * $clk_io_pct] -clock clk0 $non_clock_inputs
set_output_delay [expr $clk_period * $clk_io_pct] -clock clk0 [all_outputs]

===== flow/config.mk =====
export PLATFORM = sky130hd
export DESIGN_NAME = clkslow
export DESIGN_NICKNAME = clkslow
export VERILOG_FILES = /design/flow/design.v
export SDC_FILE = /design/flow/constraint.sdc
export NUM_CORES = 4
export LEC_CHECK = 1
export CORE_AREA = 10 10 79 79
export DIE_AREA = 0 0 89 89

==> reports/metrics.json <==
{
  "run_status": "finished clean",
  "wp_buf_inv": 1,
  "most_frequently_used_flop_master_after_synthesis": "dfxtp_1",
  "yosysCellCount": 55,
  "global_route_wire_length_before_repair_mm": 1.62,
  "drt_pre_antenna_iters": 4,
  "met2WireLength_um": 387,
  "yosys.area.top_type": "dfxtp_1",
  "worst_r2r_endpoint": "clkslow",
  "final_util": 0.238,
  "pin_count_of_the_biggest_net_entering_global_routing": 11,
  "flop_and_latch_count_out_of_synthesis": 33,
  "number_of_setup_violations_in_the_final_report": 0,
  "initial_utilization": 0.177,
  "post_drt_via_cell_ratio": 2.83,
  "final_antenna_net_count": 0,
  "antennaDiodeCount": 0,
  "post_synth_most_frequent_cells": "dfxtp_1 (32), nor3_1 (5), nor4_1 (3), nor4_2 (3), inv_1 (2)",
  "criticalPathCategory": "register to primary output",
  "cp-start-kind": "register",
  "placed_cell_area_um2": 1010,
  "worst_hold_slack_ns": 0.475,
  "die_height_um": 89,
  "depth_of_the_most_critical_reg_to_reg_path": 3,
  "fin_area_um2": 1110,
  "cts_post_setup_buffers_inserted": 0,
  "total_leakage_power_nw": 0.470,
  "clkTransAtPathRegs_ns": 0.06,
  "power_per_cell_area_nw_per_um2": 888,
  "synthArstFlopShare": 0,
  "drcViolationCount": 0,
  "holdBufCountCts": 0,
  "area_growth_syn_to_layout_pct": 33.9,
  "synth_seq_share": 0.811,
  "route.vias.total": 411,
  "worstPathMaxFanout": 2,
  "hold_class": "register to register",
  "top_cells_by_area": "dfxtp_1 (77%), nor4_2 (4.5%), edfxtp_1 (3.6%), nor3_1 (3.0%), nor4_1 (2.3%)",
  "arrival_time_worst_endpoint_ns": 1.07,
  "synth-area-yosys_um2": 827,
  "fillCellCount": 457,
  "detail_route.wirelength.met1_um": 415,
  "post_route_cells_drive_above_1_share": 0.132,
  "globalRoute.totalOverflow": 0,
  "critPathSlowestCell": "clkdlybuf4s50_1",
  "topRoutingLayerUsed": "met4",
  "fin_setup_tns_ns": 0,
  "timing.fmax_ghz": 0.635,
  "critPathRequiredTime_ns": 2.00,
  "launching_point_of_the_worst_reg2reg_path": "cnt[15]",
  "vdd.ir_drop.worst_uv": 253,
  "cts_inserted_buffers": 5,
  "gp_routability_congestion": 0.759,
  "htree_levels": 2,
  "full_die_area_um2": 7920,
  "number_of_cells_in_the_design_after_placement": 137,
  "timing.critical_path.cells": "clkdlybuf4s50_1",
  "clk-insertion-delay-late_ns": 0.27,
  "clock_tree_from_tritoncts": "built",
  "path_delay_family": "buffers and inverters",
  "dieWidth_um": 89,
  "layout_min_cycle_time_ns": 1.57,
  "grt_setup_unrepaired": "false",
  "io_buffer_count": 1,
  "fin_skew_ns": 0.00392,
  "cts_resized": 0,
  "worstHoldPathCells": 1,
  "final_cell_count_no_fill": 145,
  "mappedNetlistArea_um2": 827,
  "first_global_vias": 411,
  "synth-edff-count": 1,
  "worst_setup_slack_after_layout_ns": 0.926,
  "worstHoldEndpoint": "cnt[0]",
  "critical_path.max_stage_delay_ns": 0.46,
  "regToRegSetupSlack_ns": 1.13,
  "io_pins": 2,
  "pre_cts_setup_slack_ns": 1.11,
  "report.final.slew_viol_count": 0,
  "synthMostInstantiatedCell": "dfxtp_1",
  "root_buffer": "clkbuf_8",
  "yosysWarnings": 1,
  "detailedRoute.firstIterationViolations": 22,
  "cap_viol_max_count": 0,
  "number_of_antenna_violations_at_the_first_check_in_global_routing": 0,
  "min-delay-start": "cnt[0]",
  "globalRouteTotalUtil": 0.0258,
  "cts.sink_count": 33,
  "overall_routed_net_length_um": 907,
  "wl_per_cell_um": 6.26,
  "netlist_instances": 55,
  "routed-wl-met3_um": 50,
  "dominant_cell_area_share": 0.775,
  "log.warning_count": 25,
  "layout_worst_path_cycle_share": 0.630,
  "total_power_mw": 0.983,
  "post_synth_num_cell_types": 15,
  "std_cell_rows": 25,
  "dp_hpwl_um": 639,
  "cts_max_path_buffers": 2,
  "postSynthAreaPerCell_um2": 15.0,
  "cp-end-kind": "primary output",
  "finalHoldViolCount": 0,
  "core_region_area_um2": 4660
}
==> how the worst max path moves through the flow <==
| stage | start | endpoint | slack, ns | cells past startpoint |
|---|---|---|---|---|
| after CTS | clkslow | clkslow | 0.90 | 1 |
| after global routing | clkslow | clkslow | 0.87 | 1 |
| final | clkslow | clkslow | 0.93 | 1 |
==> cell type report <==
class | count | area (um2) | share of cell area
Sequential cell | 33 | 671 | 0.606
Multi-Input combinational cell | 47 | 250 | 0.226
Clock buffer | 7 | 96.3 | 0.0870
Tap cell | 54 | 67.6 | 0.0610
Timing Repair Buffer | 1 | 10.0 | 0.00904
Inverter | 2 | 7.51 | 0.00678
Clock inverter | 1 | 5.00 | 0.00452
==> kinds of logic after synthesis <==
| logic type | Yosys count | synth area share |
|---|---|---|
| buffers and inverters | 2 | 0.00908 |
| and+or+nand+nor | 16 | 0.139 |
| other | 1 | 0.00453 |
| DFF | 33 | 0.811 |
| xor gates and xnor gates | 2 | 0.0212 |
| adders and majority gates | 1 | 0.0151 |
==> report_power, final <==
group / total [mW] / internal, mW / switching [mW]
clock network: 0.415 / 0.248 / 0.167
registers: 0.560 / 0.553 / 0.00756
logic: 0.00821 / 0.00234 / 0.00586
total: 0.983 / 0.803 / 0.180
==> placed cells by master, fill, tap and decap left out <==
master,synthesis,layout
edfxtp_1,1,1
xor2_1,1,1
nor2_1,1,1
ha_1,1,1
or2_1,1,1
nor4_1,3,3
clkdlybuf4s50_1,0,1
nor3_1,5,5
xnor2_1,1,1
clkbuf_8,0,7
nand4_1,1,1
nand4_2,1,1
conb_1,1,28
nand3_1,1,1
inv_1,2,2
nor4_2,3,3
dfxtp_1,32,32
clkinv_2,0,1
==> layer usage <==
layer,global-route usage,up-vias
met1,0.0302,170
met4,0.0116,0
met2,0.0392,8
met5,0,-
met3,0.0129,5
li1,-,228
==> state kept, by name, indices dropped and copies added, names as in the netlist <==
name,count
cnt,32
clkslow,1
